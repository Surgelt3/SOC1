### design.v
module addr_decode_axi (
    input [31:16] address,
    output reg [2:0] slave
);
    always @(*) begin
        case (address[31:16])
            16'h0000: slave = 3'd0;  
            16'h2000, 16'h2FFF: slave = 3'd1;  
            16'hF000: slave = 3'd2;  
            16'hF001: slave = 3'd3;  
            16'hF002: slave = 3'd4;  
            default: slave = 3'd0;
        endcase
    end
endmodule
module address_router(
    input clk, reset,
    input [31:0] m_addr,
    input [7:0] m_len,
    input [2:0] m_size, 
    input [1:0] m_burst,
    input m_valid, 
    output reg m_ready,
    output [31:0] s_addr0, s_addr1, s_addr2, s_addr3, s_addr4,
    output [7:0] s_len0, s_len1, s_len2, s_len3, s_len4, 
    output [2:0] s_size0, s_size1, s_size2, s_size3, s_size4,
    output [1:0] s_burst0, s_burst1, s_burst2, s_burst3, s_burst4, 
    output reg s_valid0, s_valid1, s_valid2, s_valid3, s_valid4, 
    input s_ready0, s_ready1, s_ready2, s_ready3, s_ready4,
    output reg [2:0] sel_q
);
    wire [2:0] slave;
    addr_decode_axi addr_decoder_a_router (
        m_addr[31:16],  
        slave  
    );
    assign {s_addr0, s_addr1, s_addr2, s_addr3, s_addr4} = {5{m_addr}};
    assign {s_len0, s_len1, s_len2, s_len3, s_len4} = {5{m_len}};
    assign {s_size0, s_size1, s_size2, s_size3, s_size4} = {5{m_size}};
    assign {s_burst0, s_burst1, s_burst2, s_burst3, s_burst4} = {5{m_burst}};
    always @(*) begin
        s_valid0 = 1'b0; 
        s_valid1 = 1'b0;
        s_valid2 = 1'b0;
        s_valid3 = 1'b0;
        s_valid4 = 1'b0;
        case (slave)
            3'b000: begin
                    m_ready = s_ready0;
                    s_valid0 = m_valid;
                    end
            3'b001: begin
                    m_ready = s_ready1;
                    s_valid1 = m_valid;
                    end
            3'b010: begin
                    m_ready = s_ready2;
                    s_valid2 = m_valid;
                    end
            3'b011: begin
                    m_ready = s_ready3;
                    s_valid3 = m_valid;
                    end
            3'b100: begin
                    m_ready = s_ready4;
                    s_valid4 = m_valid;
                    end
            default: begin
                    m_ready = s_ready0;
                    s_valid0 = m_valid;
                    end            
        endcase
    end
    always @(posedge clk) begin
        if (reset) begin
            sel_q <= 3'd0;
        end else if (m_valid && m_ready) begin
            sel_q <= slave;
        end
    end
endmodule
module axi_xbar (
    input clk, reset,
    input [31:0] m_awaddr,
    input [7:0] m_awlen,
    input [2:0] m_awsize, 
    input [1:0] m_awburst,
    input m_awvalid, 
    output m_awready,
    input [31:0] m_wdata,
    input [3:0] m_wstrb,
    input m_wlast, m_wvalid,
    output m_wready,
    input m_bready,
    output [1:0] m_bresp,
    output m_bvalid,
    input [31:0] m_araddr,
    input [7:0] m_arlen,
    input [2:0] m_arsize, 
    input [1:0] m_arburst,
    input m_arvalid, 
    output m_arready, 
    input m_rready,
    output [31:0] m_rdata, 
    output [1:0] m_rresp,
    output m_rlast, m_rvalid,
    input s_awready0, s_awready1, s_awready2, s_awready3, s_awready4,
    output [31:0] s_awaddr0, s_awaddr1, s_awaddr2, s_awaddr3, s_awaddr4,
    output [7:0] s_awlen0, s_awlen1, s_awlen2, s_awlen3, s_awlen4,
    output [2:0] s_awsize0, s_awsize1, s_awsize2, s_awsize3, s_awsize4,
    output [1:0] s_awburst0, s_awburst1, s_awburst2, s_awburst3, s_awburst4,
    output s_awvalid0, s_awvalid1, s_awvalid2, s_awvalid3, s_awvalid4,
    input s_wready0, s_wready1, s_wready2, s_wready3, s_wready4,
    output [31:0] s_wdata0, s_wdata1, s_wdata2, s_wdata3, s_wdata4,
    output [3:0] s_wstrb0, s_wstrb1, s_wstrb2, s_wstrb3, s_wstrb4,
    output s_wlast0, s_wlast1, s_wlast2, s_wlast3, s_wlast4, s_wvalid0, s_wvalid1, s_wvalid2, s_wvalid3, s_wvalid4,
    input [1:0] s_bresp0, s_bresp1, s_bresp2, s_bresp3, s_bresp4,
    input s_bvalid0, s_bvalid1, s_bvalid2, s_bvalid3, s_bvalid4,
    output s_bready0, s_bready1, s_bready2, s_bready3, s_bready4,
    input s_arready0, s_arready1, s_arready2, s_arready3, s_arready4,
    output [31:0] s_araddr0, as_addr1, s_araddr2, s_araddr3, s_araddr4,
    output [7:0] s_arlen0, s_arlen1, s_arlen2, s_arlen3, s_arlen4,
    output [2:0] s_arsize0, s_arsize1, s_arsize2, s_arsize3, s_arsize4,
    output [1:0] s_arburst0, s_arburst1, s_arburst2, s_arburst3, s_arburst4,
    output s_arvalid0, s_arvalid1, s_arvalid2, s_arvalid3, s_arvalid4,
    input [31:0] s_rdata0, s_rdata1, s_rdata2, s_rdata3, s_rdata4,
    input [1:0] s_rresp0, s_rresp1, s_rresp2, s_rresp3, s_rresp4,
    input s_rlast0, s_rlast1, s_rlast2, s_rlast3, s_rlast4, s_rvalid0, s_rvalid1, s_rvalid2, s_rvalid3, s_rvalid4,
    output s_rready0, s_rready1, s_rready2, s_rready3, s_rready4
);
    wire [2:0] ar_sel_q, aw_sel_q;
    address_router AR_router(
        clk, reset,
        m_araddr,
        m_arlen,
        m_arsize, 
        m_arburst,
        m_arvalid, 
        m_arready,
        s_araddr0, as_addr1, s_araddr2, s_araddr3, s_araddr4,
        s_arlen0, s_arlen1, s_arlen2, s_arlen3, s_arlen4, 
        s_arsize0, s_arsize1, s_arsize2, s_arsize3, s_arsize4,
        s_arburst0, s_arburst1, s_arburst2, s_arburst3, s_arburst4, 
        s_arvalid0, s_arvalid1, s_arvalid2, s_arvalid3, s_arvalid4, 
        s_arready0, s_arready1, s_arready2, s_arready3, s_arready4,  
        ar_sel_q  
    );
    address_router AW_router(
        clk, reset,
        m_awaddr,
        m_awlen,
        m_awsize, 
        m_awburst,
        m_awvalid, 
        m_awready,
        s_awaddr0, s_awaddr1, s_awaddr2, s_awaddr3, s_awaddr4,
        s_awlen0, s_awlen1, s_awlen2, s_awlen3, s_awlen4, 
        s_awsize0, s_awsize1, s_awsize2, s_awsize3, s_awsize4,
        s_awburst0, s_awburst1, s_awburst2, s_awburst3, s_awburst4, 
        s_awvalid0, s_awvalid1, s_awvalid2, s_awvalid3, s_awvalid4,  
        s_awready0, s_awready1, s_awready2, s_awready3, s_awready4,  
        aw_sel_q  
    );
    w_router W_router(
        m_wdata,
        m_wstrb,
        m_wlast, m_wvalid,
        m_wready,
        s_wdata0, s_wdata1, s_wdata2, s_wdata3, s_wdata4, 
        s_wstrb0, s_wstrb1, s_wstrb2, s_wstrb3, s_wstrb4, 
        s_wlast0, s_wlast1, s_wlast2, s_wlast3, s_wlast4, s_wvalid0, s_wvalid1, s_wvalid2, s_wvalid3, s_wvalid4, 
        s_wready0, s_wready1, s_wready2, s_wready3, s_wready4, 
        aw_sel_q
    );
    b_router B_router (
        m_bresp,
        m_bvalid,
        m_bready,
        s_bresp0, s_bresp1, s_bresp2, s_bresp3, s_bresp4, 
        s_bvalid0, s_bvalid1, s_bvalid2, s_bvalid3, s_bvalid4,
        s_bready0, s_bready1, s_bready2, s_bready3, s_bready4,  
        aw_sel_q  
    );
    r_router R_router (
        m_rdata, 
        m_rresp,
        m_rlast, m_rvalid,
        m_rready,
        s_rdata0, s_rdata1, s_rdata2, s_rdata3, s_rdata4, 
        s_rresp0, s_rresp1, s_rresp2, s_rresp3, s_rresp4, 
        s_rlast0, s_rlast1, s_rlast2, s_rlast3, s_rlast4, s_rvalid0, s_rvalid1, s_rvalid2, s_rvalid3, s_rvalid4, 
        s_rready0, s_rready1, s_rready2, s_rready3, s_rready4,  
        ar_sel_q  
    );
endmodule
module b_router(
    output reg [1:0] m_bresp,
    output reg m_bvalid,
    input m_bready,
    input [1:0] s_bresp0, s_bresp1, s_bresp2, s_bresp3, s_bresp4, 
    input s_bvalid0, s_bvalid1, s_bvalid2, s_bvalid3, s_bvalid4,
    output reg s_bready0, s_bready1, s_bready2, s_bready3, s_bready4, 
    input [2:0] aw_sel_q
);
    always @(*) begin
        s_bready0 = 1'b0;
        s_bready1 = 1'b0;
        s_bready2 = 1'b0;
        s_bready3 = 1'b0;
        s_bready4 = 1'b0;
        case (aw_sel_q)
            3'b000: begin
                    m_bresp = s_bresp0;
                    m_bvalid = s_bvalid0;
                    s_bready0 = m_bready;
                    end
            3'b001: begin
                    m_bresp = s_bresp1;
                    m_bvalid = s_bvalid1;
                    s_bready1 = m_bready;
                    end
            3'b010: begin
                    m_bresp = s_bresp2;
                    m_bvalid = s_bvalid2;
                    s_bready2 = m_bready;
                    end
            3'b011: begin
                    m_bresp = s_bresp3;
                    m_bvalid = s_bvalid3;
                    s_bready3 = m_bready;
                    end
            3'b100: begin
                    m_bresp = s_bresp4;
                    m_bvalid = s_bvalid4;
                    s_bready4 = m_bready;
                    end
            default: begin
                    m_bresp = s_bresp0;
                    m_bvalid = s_bvalid0;
                    s_bready0 = m_bready;
                    end
        endcase
    end
endmodule
module r_router (
    output reg [31:0] m_rdata,
    output reg [1:0] m_rresp,
    output reg m_rlast, m_rvalid,
    input m_rready,
    input [31:0] s_rdata0, s_rdata1, s_rdata2, s_rdata3, s_rdata4, 
    input [1:0] s_rresp0, s_rresp1, s_rresp2, s_rresp3, s_rresp4, 
    input s_rlast0, s_rlast1, s_rlast2, s_rlast3, s_rlast4, s_rvalid0, s_rvalid1, s_rvalid2, s_rvalid3, s_rvalid4, 
    output reg s_rready0, s_rready1, s_rready2, s_rready3, s_rready4,
    input [2:0] ar_sel_q
);
    always @(*) begin
        s_rready0 = 1'b0;
        s_rready1 = 1'b0;
        s_rready2 = 1'b0;
        s_rready3 = 1'b0;
        s_rready4 = 1'b0;
        case (ar_sel_q)
            3'b000: begin
                    m_rdata = s_rdata0;
                    m_rresp = s_rresp0;
                    m_rlast = s_rlast0;
                    m_rvalid = s_rvalid0;
                    s_rready0 = m_rready;
                    end
            3'b001: begin
                    m_rdata = s_rdata1;
                    m_rresp = s_rresp1;
                    m_rlast = s_rlast1;
                    m_rvalid = s_rvalid1;
                    s_rready1 = m_rready;
                    end
            3'b010: begin
                    m_rdata = s_rdata2;
                    m_rresp = s_rresp2;
                    m_rlast = s_rlast2;
                    m_rvalid = s_rvalid2;
                    s_rready2 = m_rready;
                    end
            3'b011: begin
                    m_rdata = s_rdata3;
                    m_rresp = s_rresp3;
                    m_rlast = s_rlast3;
                    m_rvalid = s_rvalid3;
                    s_rready3 = m_rready;
                    end
            3'b100: begin
                    m_rdata = s_rdata4;
                    m_rresp = s_rresp4;
                    m_rlast = s_rlast4;
                    m_rvalid = s_rvalid4;
                    s_rready4 = m_rready;
                    end
            default: begin
                    m_rdata = s_rdata0;
                    m_rresp = s_rresp0;
                    m_rlast = s_rlast0;
                    m_rvalid = s_rvalid0;
                    s_rready0 = m_rready;
                    end
        endcase
    end
endmodule
module w_router (
    input [31:0] m_wdata,
    input [3:0] m_wstrb,
    input m_wlast, m_wvalid,
    output reg m_wready,
    output reg [31:0] s_wdata0, s_wdata1, s_wdata2, s_wdata3, s_wdata4, 
    output reg [3:0] s_wstrb0, s_wstrb1, s_wstrb2, s_wstrb3, s_wstrb4, 
    output reg s_wlast0, s_wlast1, s_wlast2, s_wlast3, s_wlast4, s_wvalid0, s_wvalid1, s_wvalid2, s_wvalid3, s_wvalid4, 
    input s_wready0, s_wready1, s_wready2, s_wready3, s_wready4, 
    input [2:0] aw_sel_q
);
    always @(*) begin
        s_wlast0 = 1'b0;
        s_wlast1 = 1'b0;
        s_wlast2 = 1'b0;
        s_wlast3 = 1'b0;
        s_wlast4 = 1'b0;
        s_wvalid0 = 1'b0;
        s_wvalid1 = 1'b0;
        s_wvalid2 = 1'b0;
        s_wvalid3 = 1'b0;
        s_wvalid4 = 1'b0;
        s_wdata0 = m_wdata;
        s_wdata1 = m_wdata;
        s_wdata2 = m_wdata;
        s_wdata3 = m_wdata;
        s_wdata4 = m_wdata;
        s_wstrb0 = m_wstrb;
        s_wstrb1 = m_wstrb;
        s_wstrb2 = m_wstrb;
        s_wstrb3 = m_wstrb;
        s_wstrb4 = m_wstrb;
        case (aw_sel_q)
            3'b000: begin
                    s_wvalid0 = m_wvalid;
                    s_wlast0 = m_wlast;
                    m_wready = s_wready0;
                    end
            3'b001: begin
                    s_wvalid1 = m_wvalid;
                    s_wlast1 = m_wlast;
                    m_wready = s_wready1;
                    end
            3'b010: begin
                    s_wvalid2 = m_wvalid;
                    s_wlast2 = m_wlast;
                    m_wready = s_wready2;
                    end
            3'b011: begin
                    s_wvalid3 = m_wvalid;
                    s_wlast3 = m_wlast;
                    m_wready = s_wready3;
                    end
            3'b100: begin
                    s_wvalid4 = m_wvalid;
                    s_wlast4 = m_wlast;
                    m_wready = s_wready4;
                    end
            default: begin
                    s_wvalid0 = m_wvalid;
                    s_wlast0 = m_wlast;
                    m_wready = s_wready0;
                    end
        endcase
    end
endmodule
### run.sh
#!/bin/bash
# OpenROAD 26Q1-2900-gdf79404cd8, Yosys 0.63+post, stock flow scripts
make -C /OpenROAD-flow-scripts/flow DESIGN_CONFIG=/design/flow/config.mk WORK_HOME=/design/flow/orfs finish
### config.mk
export PLATFORM = sky130hd
export DESIGN_NAME = axi_xbar
export DESIGN_NICKNAME = axi_xbar
export VERILOG_FILES = /design/flow/design.v
export SDC_FILE = /design/flow/constraint.sdc
export NUM_CORES = 4
export LEC_CHECK = 1
export CORE_AREA = 10 10 403 403
export DIE_AREA = 0 0 413 413
### constraint.sdc
current_design axi_xbar

set clk_period 8.9
set clk_io_pct 0.2

create_clock -name clk0 -period $clk_period [get_ports {clk}]

set non_clock_inputs [all_inputs -no_clocks]
set_input_delay [expr $clk_period * $clk_io_pct] -clock clk0 $non_clock_inputs
set_output_delay [expr $clk_period * $clk_io_pct] -clock clk0 [all_outputs]
==> reports/results.env <==
CP-END-KIND='output pin'
RSZ0062_AT_GRT='false'
SETUP_TOTAL_NEGATIVE_SLACK_NS=0
MAPPEDNETLISTAREA_UM2=6820
DETAILEDROUTE.FIRSTITERATIONVIOLATIONS=414
ADDER_SHARE_PCT=0
YS.FLOP_TYPE='sky130_fd_sc_hd__dfxtp_1'
AREA_LEADERS='sky130_fd_sc_hd__buf_4 69%, sky130_fd_sc_hd__a22oi_1 8.8%, sky130_fd_sc_hd__a31oi_1 3.7%, sky130_fd_sc_hd__nor2_1 3.1%, sky130_fd_sc_hd__dfxtp_1 2.3%'
BUFFER_PORTS.INSERTED=481
POWER.IR.VDD_WORST_mV=0.0454
CRITPATHLAUNCHTYPE='input port'
CTS_INSERTED_BUFFERS=3
REPORT.FINAL.HOLD_VIOL_COUNT=0
TIGHTEST_SLEW_NS=0.815
GP_CONGESTION=0.861
AVERAGE_DETAILED_ROUTED_WIRE_LENGTH_PER_INSTANCE_UM=21.0
HTREE_NUM_LEVELS=1
PLACEABLECOREAREA_UM2=154000
CLOCK_TREE_FROM_TRITONCTS='done'
HOLD_CLASS='reg -> reg'
DETAILEDROUTE.FIRSTPASSITERATIONCOUNT=5
LARGEST_NET_DEGREE_AT_THE_START_OF_GLOBAL_ROUTING=61
WORST_EP_ARRIVAL_TIME_NS=4.60
TIMING_WORST_SETUP_PATH_TYPE='in -> out'
CRITICAL_PATH_PEAK_FANOUT=7
DIEAREA_UM2=171000
POST_SYNTH_MAIN_LOGIC_FAMILY='buffers and inverters'
NUMBER_OF_ANTENNA_VIOLATIONS_AT_THE_FIRST_CHECK_IN_GLOBAL_ROUTING=16
OPENROAD.WARNINGS=25
NUMBER_OF_INSTANCES_IN_THE_SYNTHESIZED_NETLIST=942
FRACTION_OF_REGISTERS_WITH_ASYNC_SET_RESET_PCT=0
P_LEAK_nW=2.48
OUTCOME='finished, final reports clean'
IO_PINS=1046
AREA_GROW_SYN2LAYOUT_PCT=39.8
PLACEMENT_ROWS=144
PLACE_HPWL_MM=54.7
CLOCK_SINK_COUNT=8
SYNTHDOMINANTCELLAREASHARE_PCT=69.3
XOR_SHARE_PCT=0
FP_UTIL_PCT=4.43
POSTROUTEWIRELENGTH_MM=59.4
YS_WARN_COUNT=5
SETUP_VIOLATIONS=0
AVGSYNTHCELLAREA_UM2=7.24
SYNTHAOIAREAFRAC_PCT=14.3
YS_TYPES=35
AVGVIACOUNTPERCELL=1.86
DETAILROUTE.VIA_COUNT=5262
YOSYSCELLCOUNT=942
SHARE_OF_FINAL_LAYOUT_STANDARD_CELLS_STRONGER_THAN_DRIVE_STRENGTH_1_PCT=6.04
FINALMAXSLEWVIOLATIONS=0
CLOCK_LATENCY_NS=0.24
YS_SEQ_ELEMENTS=8
MAXCAPVIOLCOUNT=0
SETUP.WORST_PATH.START='m_awaddr[24]'
SYNTH.CELLMIX.SIMPLESHARE_PCT=10.0
DRC=0
SYNTH_SEQ_SHARE_PCT=2.35
MIN_FROM='AR_router.sel_q[3]'
FIRST_GLOBAL_VIAS=5430
CLOCK_TREE.BUFFER_DEPTH=2
MAX_FREQ_MHz=157
GRT_PASS1_WL_MM=69.4
WORST_SETUP_HOLD_PATH_CLK_SLEW_NS=0.04
YOSYS_AREA_UM2=6820
CLOCK_TREE.ROOT_CELL='sky130_fd_sc_hd__clkbuf_16'
YS_SH_MUX_PCT=1.91
GLOBALROUTE.TOTALOVERFLOW=0
POWER_PER_CELL_AREA_nW_PER_UM2=41.3
CLOCK-SKEW-FINAL_NS=0
DIE_WIDTH_UM=413
RELSLEWSLACK_PCT=45.5
POSTCTSSETUPBUFFERS=0
DIE_HEIGHT_UM=413
POST_CTS_HOLD_BUFFER_COUNT=0
CTS-RESIZED-GATES=0
POST-ROUTE-PERIOD-UTIL_PCT=71.7
REGTOREGSTARTPOINT='AR_router.sel_q[2]'
GR-USAGE-ALL-LAYERS_PCT=6.51
ENABLE_FLOP_CELLS=0
TIMING.HOLD.WS_NS=0.753
POST-SYNTH-TOP-AREA-CELL='sky130_fd_sc_hd__buf_4'
FINAL_ANTENNA_NET_COUNT=0
POST-ROUTE-MIN-PERIOD_NS=6.38
WORST_EP_REQUIRED_TIME_NS=7.12
==> metrics by stage <==
stage	util (%)	area, um^2	power [mW]	setup slack [ns]	std cells
final	6.20	9540	0.394	2.52	2825
after global routing	6.19	9530	0.421	2.37	2823
after CTS	6.19	9530	0.409	2.38	2822
after detailed placement	6.14	9450	0.327	2.37	2819
after global placement	6.14	9450	0.327	2.37	2819
after floorplan	-	6820	0.223	4.04	942
==> cell usage after synthesis (4+ instances only) <==
master,number
sky130_fd_sc_hd__inv_1,7
sky130_fd_sc_hd__buf_4,630
sky130_fd_sc_hd__nand4_1,8
sky130_fd_sc_hd__mux2i_1,4
sky130_fd_sc_hd__nand2b_1,4
sky130_fd_sc_hd__mux2_2,4
sky130_fd_sc_hd__a22oi_1,80
sky130_fd_sc_hd__clkbuf_1,29
sky130_fd_sc_hd__a31oi_1,40
sky130_fd_sc_hd__dfxtp_1,8
sky130_fd_sc_hd__and2_1,18
sky130_fd_sc_hd__nor2b_1,4
sky130_fd_sc_hd__a21oi_1,4
sky130_fd_sc_hd__or2_2,4
sky130_fd_sc_hd__nor2_1,56
sky130_fd_sc_hd__nor4_2,4
sky130_fd_sc_hd__or4_4,4
==> area by class of cell <==
type / instances / area (um^2)
diodes: 3 / 7.51
clock buffers: 3 / 75.1
fillers: 18200 / 144000
inverters: 7 / 26.3
multi-input cells: 267 / 1800
flip-flops and latches: 8 / 165
well taps: 2044 / 2560
repair buffers: 493 / 4900
==> cells in the final DEF (no fill, tap or decap), types with 3 or more instances in the layout <==
cell type	count
sky130_fd_sc_hd__clkdlybuf4s50_1	481
sky130_fd_sc_hd__mux2_2	4
sky130_fd_sc_hd__or4_4	4
sky130_fd_sc_hd__a31oi_1	40
sky130_fd_sc_hd__dfxtp_2	4
sky130_fd_sc_hd__nor2b_1	4
sky130_fd_sc_hd__a21oi_1	4
sky130_fd_sc_hd__inv_1	7
sky130_fd_sc_hd__dfxtp_1	4
sky130_fd_sc_hd__nand2b_1	4
sky130_fd_sc_hd__mux2i_1	4
sky130_fd_sc_hd__clkbuf_16	3
sky130_fd_sc_hd__buf_4	12
sky130_fd_sc_hd__a22oi_1	80
sky130_fd_sc_hd__nor4_2	4
sky130_fd_sc_hd__and2_1	18
sky130_fd_sc_hd__nor2_1	56
sky130_fd_sc_hd__nand4_1	8
sky130_fd_sc_hd__diode_2	3
sky130_fd_sc_hd__or2_2	4
==> cell families (layout without fill, tap and decap cells) <==
kind of cell | count (synthesis) | after routing
buffers and inverters | 667 | 503
AND/OR/NAND/NOR | 119 | 119
multiplexers | 10 | 10
AND-OR/OR-AND | 138 | 138
flip-flops | 8 | 8
other | 0 | 3
==> worst max-delay path, stage by stage <==
cell,delay (ns)
sky130_fd_sc_hd__clkdlybuf4s50_1,0.74
sky130_fd_sc_hd__or4_4,0.70
sky130_fd_sc_hd__nor4_2,0.34
sky130_fd_sc_hd__a21oi_1,0.19
sky130_fd_sc_hd__mux2i_4,0.22
sky130_fd_sc_hd__clkdlybuf4s50_1,0.62
==> sequential cells by signal (all words and copies together), names as in the netlist <==
| name | cells |
|---|---|
| AR_router.sel_q | 4 |
| AW_router.sel_q | 4 |
==> report_power, final <==
part / switching, mW / total [mW] / internal [mW]
sequential: 0.00000179 / 0.0360 / 0.0360
combinational: 0.0947 / 0.280 / 0.185
clock: 0.0200 / 0.0782 / 0.0582
total: 0.115 / 0.394 / 0.279
==> worst paths after layout <==
| kind | to | slack [ns] | cells past startpoint |
|---|---|---|---|
| hold / removal | AR_router.sel_q[3] | 0.75 | 2 |
| hold reg to reg | AR_router.sel_q[3] | 0.75 | 2 |
| setup / recovery | m_awready | 2.52 | 6 |
| setup reg to reg | AR_router.sel_q[2] | 7.14 | 4 |
==> metal layers <==
| metal | vias up | share of wire (%) | global-route usage, % | routed length [um] |
|---|---|---|---|---|
| li1 | 2169 | - | - | - |
| met1 | 2254 | 24 | 4.99 | 14400 |
| met2 | 635 | 50 | 11.1 | 29500 |
| met3 | 186 | 22 | 6.51 | 13300 |
| met4 | 18 | 3.1 | 1.64 | 1850 |
| met5 | - | 0.55 | 1.07 | 329 |
Power is estimated from default activity; no workload was simulated.
